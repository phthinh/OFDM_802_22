`flow/constraint.sdc`:
```
current_design Coarse_Time_Synch

set clk_period 190.6
set clk_io_pct 0.2

create_clock -name clk0 -period $clk_period [get_ports {clk}]

set non_clock_inputs [all_inputs -no_clocks]
set_input_delay [expr $clk_period * $clk_io_pct] -clock clk0 $non_clock_inputs
set_output_delay [expr $clk_period * $clk_io_pct] -clock clk0 [all_outputs]
```
`flow/run.sh`:
```
#!/bin/bash
# OpenROAD 26Q1-2900-gdf79404cd8, Yosys 0.63+post, stock flow scripts
make -C /OpenROAD-flow-scripts/flow DESIGN_CONFIG=/design/flow/config.mk WORK_HOME=/design/flow/orfs finish
```
`flow/config.mk`:
```
export PLATFORM = sky130hd
export DESIGN_NAME = Coarse_Time_Synch
export DESIGN_NICKNAME = Coarse_Time_Synch
export VERILOG_FILES = /design/flow/design.v
export SDC_FILE = /design/flow/constraint.sdc
export NUM_CORES = 4
export LEC_CHECK = 1
export CORE_UTILIZATION = 40
export SYNTH_MEMORY_MAX_BITS = 65536
```
`flow/design.v`:
```
`timescale 1ns / 1ps
module Coarse_Time_Synch(
	input clk, rst, cyc_i,
	input ena,
	input [25:0] P_Metric_mag,			 
	input [25:0] R_Metric,				 
	output reg	 Freoff_Est_Comp_ena
    );
reg frm_dec;
wire [25:0] R_Metric_thr = R_Metric >>1;
reg [3:0] smooth_cnt;
wire frm_dec_cmp = (P_Metric_mag > R_Metric_thr) & (|R_Metric_thr[25:8]);
always @(posedge clk) begin
	if(rst)	smooth_cnt <= 4'd0;
	else if (ena) begin
		if (frm_dec_cmp & (~(smooth_cnt == 4'b1111))) smooth_cnt <= smooth_cnt + 1'b1;
		end
	else 		smooth_cnt <= 4'd0;
end
always @(posedge clk) begin
	if(rst)									frm_dec <= 1'b0;
	else if (smooth_cnt == 4'b1111)	frm_dec <= 1'b1;
	else if (~cyc_i) 						frm_dec <= 1'b0;
end
wire plat_dec;
wire signed [16:0] P_diff;
wire 			[15:0] P_in;		 
wire 			[15:0] P_d512;
assign	P_in = P_Metric_mag[25:10];
Delay2n #(.WIDTH(16), .D(512), .B(9)) P_delay512(
	.clk(clk), 
	.rst(rst), 
	.ena(frm_dec),
	.dat_in(P_in),	
	.dat_out(P_d512)
	);
assign P_diff = $signed({1'b0,P_in}) - $signed({1'b0,P_d512});
reg signed [16:0] ins_max; 					 
reg signed [18:0] grp_max, P_diff_acc; 	 
reg [1:0] grp_cnt;
reg [2:0] ins_cnt;
always@ (posedge clk)begin
	if(rst) 		  		grp_cnt <= 3'b000;
	else if (~cyc_i) 	grp_cnt <= 3'b000;
	else if (frm_dec) 		grp_cnt <= grp_cnt + 1'b1;
end
always@ (posedge clk)begin
	if(rst) 		  						P_diff_acc <= 19'd0;
	else if (grp_cnt == 2'b00) 	P_diff_acc <= {{2{P_diff[16]}},P_diff};
	else if (frm_dec) 				P_diff_acc <= P_diff_acc + {{2{P_diff[16]}},P_diff};
end
wire grp_cmp = (grp_max < P_diff_acc) & (grp_cnt == 2'b00);
always@ (posedge clk)begin
	if(rst) 		  			grp_max <= 19'd0;
	else if (~cyc_i) 		grp_max <= 19'd0;
	else if (grp_cmp) 	grp_max <= P_diff_acc;
end
reg grp_cmp_lat;
always@ (posedge clk)begin
	if(rst) 		  						grp_cmp_lat <= 1'b0;
	else if (grp_cnt == 2'b00) 	grp_cmp_lat <= (grp_max < P_diff_acc);
end
wire ins_cmp = (ins_max < P_diff);
always@ (posedge clk)begin
	if(rst) 		  			ins_max <= 20'd0;
	else if (~cyc_i) 		ins_max <= 20'd0;
	else if (ins_cmp) 	ins_max <= P_diff;
end
always@ (posedge clk)begin
	if(rst) 		  		ins_cnt <= 3'b000;
	else if (~cyc_i) 	ins_cnt <= 3'b000;
	else if (ins_cmp) ins_cnt <= 3'b000;
	else if (frm_dec) ins_cnt <= ins_cnt + 1'b1;
end
assign plat_dec = (~grp_cmp_lat)	& (ins_cnt == 3'b111);
always@ (posedge clk)begin
	if(rst) 		  			Freoff_Est_Comp_ena <= 1'b0;
	else if (~cyc_i) 		Freoff_Est_Comp_ena <= 1'b0;
	else if (plat_dec) 	Freoff_Est_Comp_ena <= 1'b1;
end
endmodule
`timescale 1ns / 1ps
module Delay2n #(parameter WIDTH = 32, D = 64, B = 6)(
	input  clk, rst, ena,
	input  [WIDTH-1:0] dat_in,	
	output [WIDTH-1:0] dat_out
);
reg [WIDTH-1:0] dat_ram [D-1:0];
reg [B-1:0]  adr_cnt;
reg 			 dat_val;
assign 	  dat_out  = (dat_val)? dat_ram[adr_cnt]: 0;
always@ (posedge clk)begin
	if(rst) begin
			adr_cnt <= 0;
		end
	else if (ena) begin
			dat_ram[adr_cnt]	<= dat_in;
			adr_cnt 				<= adr_cnt +1'b1;
		end		
end
always@ (posedge clk)begin
	if(rst) 								dat_val <= 1'b0;
	else if (adr_cnt == {B{1'b1}}) dat_val <= 1'b1;
end
endmodule
```
==> deck_impl_summary.md <==
Physical Implementation Snapshot

Status
  – Status: finished, final reports clean

Pwr
  – Clk pwr share: 0.421
  – Switching fraction of total power: 0.200
  – Tot Pwr: approximately 0.0035 W
  – Sequential Power Share: 0.565
  – Internal Power: around 0.0028 W
  – Max VDD drop: ~0.011 mV
  – P_sw: 0.000708 W
  – Combinational Power Share: 0.014
  – P per Cell Area: 9.78 nW/um^2
  – P_leak: about 110 nW

Timing
  – Hold_ws: 465 ps
  – Worst slew pin tran: 1150 ps
  – Cycle use final: 0.222
  – Min Tclk post-route: 42290 ps
  – Worst setup margin: ~150000 ps
  – Slew HR: 0.230
  – Final Hold Viols: 0
  – Clk_skew: between 80 and 90 ps
  – Fmax: around 24 MHz
  – RSZ-0062 raised after global routing: false
  – Setup_tns: 0 ps
  – Final Slew Violations: 0
  – Setup violators final: 0

Detailed routing
  – Residual DRC: 0
  – Routed Antenna Nets: 0
  – Vias: ~140k
  – Iteration-0 DRC Markers: between 9k and 10k
  – Drt first pass iters: 7
  – Total Wirelength: between 700000 and 800000 um
  – Routed wire per std cell: approximately 32 um
  – DR vias/cell: between 5 and 6

Floorplanning
  – Die height: slightly below 900 um
  – Core Util at FP: 0.402
  – Rows: 327
  – Core Box Area: about 800000 um^2
  – Die width: between 800 and 900 um
  – I/O Pins: 57
  – Total die area: approximately 800000 um^2

Synth
  – Post-synth top area cell: edfxtp_1
  – Most common reg cell: edfxtp_1
  – Chip area line of the yosys report: approximately 320000 um^2
  – Top cells by area: edfxtp_1, mux4_2, nor2_1
  – Synth Area per Inst: roughly 25 um^2
  – Sequential element share of the synthesized area: 0.777
  – Yosys cell types: around 60
  – Ys async rst share: 0
  – Yosys Instances: approximately 13k
  – Seq cells post-synth: around 8.3k
  – Synth warnings: 2
  – Yosys top cell area share: 0.771
  – Synthesized instance count: around 13k
  – Mapped cell area: ~320000 um^2
  – Post-synth EDFFs: around 8.2k

CTS
  – H-tree lvl count: 6
  – Clock slew at reported path FFs: 60 ps
  – Cts repair resizes: 0
  – CTS buffer count: roughly 790
  – Clock buffer depth: 4
  – Hold buffer count at CTS: 0
  – Clock latency (worst-skew pair): roughly 1200 ps
  – Clock tree from TritonCTS: yes
  – Post-CTS Setup Inserts: 0
  – Root buf cell: clkbuf_16
  – # clock sinks: around 8.3k

Global route
  – Initial antenna violation count: roughly 77
  – Grt total ovfl: 0
  – First-pass GRT wire length: around 1100000 um
  – Vias in the first global route: 158k
  – All-Layer GR Usage: 0.222
  – Largest net degree at the start of global routing: roughly 120

Worst hold path
  – Hold crit path type: reg2reg
  – Worst hold start: grp_max[15]

Placement
  – Dpl ws: 147220 ps
  – Port bufs: 55
  – GP Congestion: 0.860
  – Post-DP HPWL: 479000 um

Layout
  – Layout cell share with drive strength beyond 1: 0.329
  – Synthesis-to-layout area growth: 13.5%
  – Final Util: 0.456
  – Fillcell total: between 60k and 70k

Setup path
  – Critical path fanouts, max: 31
  – CP startpoint: P_Metric_mag[10]
  – CP endpoint kind: flip-flop
  – Crit Path Category: in2reg
  – Crit path DAT: about 43000 ps
  – CP required: ~190000 ps
  – CP Launch Type: input pin

Run
  – Max Cap Viol: 0
  – OpenROAD warning count: around 56
flip-flops by register name (all words and copies together), names as in the netlist, 2 cells and up, named ones only:
register	cells
P_delay512.dat_ram	8192
P_diff_acc	19
grp_max	19
ins_max	17
P_delay512.adr_cnt	9
smooth_cnt	4
ins_cnt	3
grp_cnt	2
cells by family after synthesis:
group / count (synthesis) / share of synthesized area
xor gates and xnor gates: 30 / 0.000824
AOI/OAI and AO/OA: 213 / 0.00433
adders and majority gates: 105 / 0.00414
muxes: 2763 / 0.193
buffers and inverters: 799 / 0.0101
DFF: 8278 / 0.777
and+or+nand+nor: 803 / 0.0103
final timing paths:
check / to / slack, ps / depth (start not counted)
worst max-delay path: P_diff_acc[18] / 148310 / 21
worst min-delay path: grp_max[15] / 460 / 2
worst max register to register: P_diff_acc[15] / 178650 / 30
worst min register to register: grp_max[15] / 460 / 2
through the flow:
stage,instances,instance area (um^2)
6_report,25300,362000
2_1_floorplan,13000,319000
4_1_cts,25200,362000
3_5_place_dp,23800,338000
3_3_place_gp,23800,338000
5_1_grt,25300,362000
critical path: stages:
cell	delay [ps]
buf_8	150
inv_1	110
ha_1	170
inv_1	60
fa_1	430
a21o_1	210
and4_1	230
o21ai_1	330
o21ai_0	160
xnor2_1	340
inv_1	110
ha_1	370
and4_1	190
a21oi_1	150
a41oi_1	250
maj3_1	480
o31a_1	310
a221oi_1	440
nor3_1	100
a2111oi_0	320
o311ai_0	190
cell usage in the layout, fill, tap and decap left out, types with 18 or more instances in the layout:
master and instances:
edfxtp_1 8192, mux4_2 2720, buf_4 945, clkbuf_16 801, nor2_1 511, clkbuf_1 196, clkinv_1 196, clkinv_2 128
nand2_1 112, ha_1 100, dfxtp_1 77, inv_1 75, diode_2 67, a21oi_1 67, nor2_2 52, bufinv_16 38
clkdlybuf4s50_1 38, o21ai_0 36, mux2i_1 27, a21o_1 25, a211oi_1 24, nand3_1 21, xnor2_1 20, inv_6 18
buf_12 18
area by class of cell:
cell class,count,area (um^2),area share
timing repair buffer,1018,8080,0.0223
tap,10500,13200,0.0364
sequential,8278,248000,0.684
multi-input combinational,3914,68200,0.188
clock buffer,1004,20900,0.0577
inverter,75,282,0.000778
clock inverter,432,3490,0.00964
antenna,67,168,0.000463
power by group through the flow:
| stage | Combinational (W) | Sequential (W) | Clock (W) |
|---|---|---|---|
| 4_1_cts | 0.0000491 | 0.00200 | 0.00152 |
| 5_1_grt | 0.0000540 | 0.00200 | 0.00159 |
| 6_report | 0.0000483 | 0.00200 | 0.00149 |
cells in the mapped netlist, drive strengths merged (5+ instances only):
master / instances
mux4: 2720
buf: 243
and3: 5
nor2b: 13
nor2: 563
nand2: 128
and4: 7
nand3: 21
dfxtp: 86
a221oi: 5
a31oi: 5
o21bai: 6
mux2: 16
nand4: 11
a21oi: 67
o21a: 9
nor4: 5
a211oi: 24
nand2b: 14
o21ai: 38
nor3b: 5
o31ai: 6
a21o: 25
mux2i: 27
xor2: 10
inv: 75
ha: 100
clkbuf: 481
nor3: 14
edfxtp: 8192
xnor2: 20
layer usage:
layer | vias to the layer above | share of wire | global-route usage
met5 | - | 0.0017 | 0.0151
met4 | 62 | 0.034 | 0.0553
met3 | 1296 | 0.21 | 0.203
met2 | 9321 | 0.45 | 0.311
met1 | 72200 | 0.30 | 0.258
li1 | 58500 | - | -
Power figures rest on the tool's default switching activity, not on a simulated workload.
