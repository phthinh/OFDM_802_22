==> design/flow/design.v <==
`timescale 1ns / 1ps
module P_Acc_Sum #(parameter WIDTH = 23)(
	input 			clk,rst,
	input 			ena,
	input 			[15:0] a_Re, a_Im,
	input				[15:0] a_d_Re, a_d_Im,
	output signed  [WIDTH-1:0] sum_out_Im, sum_out_Re
   );
reg [15:0] ia_Re, ia_Im, ia_d_Re, ia_d_Im;
always @(posedge clk)
begin
	if (rst)			begin
		ia_Re 	<= 16'd0;
		ia_Im 	<= 16'd0;
		ia_d_Re	<= 16'd0;
		ia_d_Im	<= 16'd0;
		end
	else if(ena)	begin
		ia_Re 	<= a_Re;
		ia_Im 	<= a_Im;
		ia_d_Re 	<= a_d_Re;
		ia_d_Im 	<= a_d_Im;
		end
end
reg [2*WIDTH-1:0] sum_reg;
always @(posedge clk)
begin
	if (rst)			sum_reg <= {(2*WIDTH){1'b0}};
	else if(ena)	sum_reg <= {sum_out_Im, sum_out_Re};
end
assign sum_out_Re = $signed(sum_reg[WIDTH-1:0]) + $signed({{(WIDTH-16){ia_Re[15]}},ia_Re}) - $signed({{(WIDTH-16){ia_d_Re[15]}},ia_d_Re}); 
assign sum_out_Im = $signed(sum_reg[2*WIDTH-1:WIDTH]) + $signed({{(WIDTH-16){ia_Im[15]}},ia_Im}) - $signed({{(WIDTH-16){ia_d_Im[15]}},ia_d_Im}); 
endmodule
==> design/flow/run.sh <==
#!/bin/bash
# OpenROAD 26Q1-2900-gdf79404cd8, Yosys 0.63+post, stock flow scripts
make -C /OpenROAD-flow-scripts/flow DESIGN_CONFIG=/design/flow/config.mk WORK_HOME=/design/flow/orfs finish
==> design/flow/config.mk <==
export PLATFORM = sky130hd
export DESIGN_NAME = P_Acc_Sum
export DESIGN_NICKNAME = P_Acc_Sum
export VERILOG_FILES = /design/flow/design.v
export SDC_FILE = /design/flow/constraint.sdc
export NUM_CORES = 4
export LEC_CHECK = 1
export CORE_UTILIZATION = 30
==> design/flow/constraint.sdc <==
current_design P_Acc_Sum

set clk_period 9.3
set clk_io_pct 0.2

create_clock -name clk0 -period $clk_period [get_ports {clk}]

set non_clock_inputs [all_inputs -no_clocks]
set_input_delay [expr $clk_period * $clk_io_pct] -clock clk0 $non_clock_inputs
set_output_delay [expr $clk_period * $clk_io_pct] -clock clk0 [all_outputs]
==> flow_metrics.py <==
# Metrics from the implementation run
metrics = {
    "run_status": {
        "outcome": "finished clean",
    },
    "timing": {
        "rsz0062_at_grt": "false",
        "slew_viol_final": 0,
        "hold-worst-slack_ps": 494.9,
        "setup_violations": 0,
        "relative_slew_slack_pct": 48.50,
        "final_worst_path_setup_slack_ps": 3419,
        "max_freq_mhz": 170.0,
        "timing.final.hold_violations": 0,
        "tns_ps": 0,
        "fin_skew_ps": 10.56,
        "worstMarginPinSlew_ps": 767.7,
        "clock_period_minus_worst_slack_ps": 5881,
        "crit_share_post_route_pct": 63.24,
    },
    "finish": {
        "syn2layout_area_growth_pct": 21.19,
        "layout-drive-gt1-share_pct": 3.571,
        "max_ffs_per_register": 46,
        "layout.filler_cells": 2660,
        "total_area_of_multi_input_combinational_cells_um2": 5022,
        "final-instance-count-excl-fill": 1372,
        "sequential_cell_area_um2": 2202,
    },
    "detailed_routing": {
        "route.detailed.drc": 0,
        "wire_per_inst_um": 13.35,
        "drt-total-wl_um": 18320,
        "route.vias.total": 6409,
        "firstDrtPassIters": 20,
        "first_iter_violations": 343,
        "final_antenna_net_count": 0,
        "post_drt_via_cell_ratio": 4.671,
    },
    "floorplan": {
        "core_box_area_um2": 26130,
        "floorplanUtilization_pct": 30.73,
        "top_level_ports": 113,
        "chipHeight_um": 165.6,
        "floorplan.rows": 59,
        "chip_area_um2": 27430,
        "die_width_um": 165.6,
    },
    "worst_hold_path": {
        "hp-start": "sum_reg[2]",
        "hold_depth": 2,
        "worst_hold_path_type": "reg2reg",
        "worstHoldEndpoint": "sum_reg[2]",
    },
    "cts": {
        "clock_sinks": 110,
        "tritoncts": "built",
        "clock_path_buffers": 2,
        "number_of_buffers_created_by_cts": 9,
        "h-tree-depth": 3,
        "insertion_delay_ps": 370,
        "post_cts_resized": 0,
        "ctsHoldBuffers": 0,
        "post-cts-setup-buffer-count": 0,
        "clk_pin_slew_worst_paths_ps": 80,
        "cts-root-buf": "sky130_fd_sc_hd__clkbuf_16",
    },
    "power": {
        "p_leak_nw": 4.400,
        "total_switching_power_mw": 1.457,
        "clock_power_share_pct": 11.5,
        "ir_drop_v": 0.0001833,
        "internal-power_mw": 2.062,
        "sw_frac_of_total_pct": 41.40,
        "p_per_area_nw_per_um2": 361.6,
        "seq_power_share_pct": 17.2,
        "fin_total_pwr_mw": 3.519,
        "combinationalPowerShare_pct": 71.2,
    },
    "logic_synthesis": {
        "synth.yosys.num_cells": 946,
        "synth-area-yosys_um2": 8030,
        "syn_inst": 946,
        "syn-cell-area_um2": 8030,
        "postSynthRegisterBits": 110,
        "postSynth.topFlopCell": "sky130_fd_sc_hd__dfxtp_1",
        "syn_area_per_cell_um2": 8.489,
        "enable_flop_cells": 0,
        "unique_masters_post_synth": 68,
        "async_reset_ff_share_pct": 0,
        "postSynthSeqShare_pct": 27.42,
        "yosys_warnings": 1,
    },
    "global_route": {
        "grt-ovfl-total": 0,
        "grt_pass1_vias": 6133,
        "number_of_antenna_violations_at_the_first_check_in_global_routing": 3,
        "overall_global_routing_resource_usage_pct": 13.95,
        "global_route_wire_length_before_repair_um": 30930,
        "grt_max_degree": 65,
    },
    "critical_path": {
        "reg_to_reg_slack_setup_ps": 5790,
        "critical_path.max_fanout": 3,
        "worst_r2r_startpoint": "ia_Re[1]",
        "critPathLaunchType": "flop",
        "cp-end-kind": "primary output",
        "r2r_end": "sum_reg[22]",
        "critical_path_class": "reg2out",
        "required_ps": 7440,
        "worst_ep_arrival_time_ps": 4020,
        "reg2reg_depth": 11,
    },
    "run": {
        "maxCapViolCount": 0,
        "log.warning_count": 27,
    },
    "placed_design": {
        "place_ws_ps": 3894,
        "buffer_ports.inserted": 112,
        "place.detailed.hpwl_um": 13740,
        "place.detailed.instances": 1355,
        "routabilityCongestion": 0.9001,
    },
}
critical path, cell delays in order (launching register included):
cell                              delay [ps]
sky130_fd_sc_hd__dfxtp_1                 330
sky130_fd_sc_hd__inv_1                    50
sky130_fd_sc_hd__fa_1                    540
sky130_fd_sc_hd__inv_1                    80
sky130_fd_sc_hd__fa_1                    490
sky130_fd_sc_hd__a211oi_1                330
sky130_fd_sc_hd__nor2_1                  130
sky130_fd_sc_hd__a41oi_1                 330
sky130_fd_sc_hd__o21ai_1                 240
sky130_fd_sc_hd__a31oi_2                 320
sky130_fd_sc_hd__xor2_1                  210
sky130_fd_sc_hd__xnor2_1                 140
sky130_fd_sc_hd__clkdlybuf4s50_1         470
worst max path at each step:
stage / endpoint / from / slack, ps / depth (start not counted)
finish: sum_out_Re[22] / ia_Re[1] / 3420 / 12
global route: sum_out_Re[16] / ia_Re[1] / 3180 / 11
CTS: sum_out_Re[22] / ia_Re[1] / 3460 / 12
routing by layer:
metal  GRT usage (%)  part of all wire [%]  vias to the layer above
met1           21.76                    51                     2972
met5               0                  0.12                        -
met3           2.483                   4.4                       19
met2           21.24                    43                       98
li1                -                     -                     3316
met4           1.463                   1.2                        4
cells in the mapped netlist, drive strengths merged, types with 3 or more instances:
master / instances / area, um2
a21o: 15 / 112.6
a21oi: 34 / 173.9
and3: 9 / 56.30
nor3: 20 / 100.1
nand3: 14 / 70.07
nor4: 3 / 18.77
o311ai: 11 / 96.34
nand2: 39 / 146.4
buf: 13 / 61.31
o21ai: 35 / 182.7
ha: 48 / 600.6
o21a: 9 / 67.56
a311oi: 4 / 35.03
inv: 168 / 630.6
or4: 3 / 22.52
a31oi: 4 / 31.28
a211oi: 9 / 77.57
nor2b: 8 / 50.05
clkbuf: 29 / 110.1
nand4: 5 / 31.28
o211ai: 3 / 22.52
o21bai: 6 / 52.55
nand2b: 4 / 25.02
o31ai: 5 / 42.54
fa: 44 / 880.8
xor2: 13 / 113.9
dfxtp: 110 / 2202
mux2i: 92 / 920.9
a31o: 4 / 35.03
and2: 5 / 31.28
a41oi: 3 / 26.28
a21boi: 6 / 45.04
or3: 5 / 36.28
xnor2: 29 / 254.0
a211o: 3 / 26.28
nor2: 111 / 416.7
power groups by stage:
stage	Clock (mW)	Combinational (mW)	Sequential, mW
CTS	0.426	2.54	0.608
global route	0.440	2.81	0.619
finish	0.405	2.51	0.607
layout make-up:
cell class	instances	area share (%)
diodes	1	0.02571
clock buffers	9	2.314
clock inverters	7	0.7843
inverters	169	6.518
multi-input cells	625	51.61
flip-flops and latches	110	22.63
well taps	335	4.307
repair buffers	116	11.82
logic make-up after synthesis:
| logic type | share of synthesized area, % |
|---|---|
| flip-flops | 27.42 |
| AND/OR/NAND/NOR | 13.28 |
| multiplexers | 11.61 |
| buffers and inverters | 10.03 |
| adder cells (fa/ha/maj) | 18.45 |
| XOR/XNOR | 4.581 |
| AND-OR/OR-AND | 14.63 |
layout by cell type, fill, tap and decap left out, types with 4 or more instances in the layout:
master,instances
sky130_fd_sc_hd__nor3_1,20
sky130_fd_sc_hd__a211oi_1,7
sky130_fd_sc_hd__nand2_1,39
sky130_fd_sc_hd__and2_1,5
sky130_fd_sc_hd__clkdlybuf4s50_1,110
sky130_fd_sc_hd__ha_1,48
sky130_fd_sc_hd__a311oi_1,4
sky130_fd_sc_hd__xnor2_1,29
sky130_fd_sc_hd__nand4_1,5
sky130_fd_sc_hd__o31ai_1,4
sky130_fd_sc_hd__a21oi_1,33
sky130_fd_sc_hd__clkbuf_16,9
sky130_fd_sc_hd__xor2_1,13
sky130_fd_sc_hd__a31o_2,4
sky130_fd_sc_hd__o21a_1,9
sky130_fd_sc_hd__dfxtp_1,110
sky130_fd_sc_hd__o21bai_1,4
sky130_fd_sc_hd__buf_4,5
sky130_fd_sc_hd__o311ai_0,10
sky130_fd_sc_hd__mux2i_1,92
sky130_fd_sc_hd__o21ai_0,30
sky130_fd_sc_hd__nor2b_1,8
sky130_fd_sc_hd__and3_1,9
sky130_fd_sc_hd__nand2b_1,4
sky130_fd_sc_hd__nor2_1,111
sky130_fd_sc_hd__or3_1,4
sky130_fd_sc_hd__fa_1,44
sky130_fd_sc_hd__a21boi_0,4
sky130_fd_sc_hd__nand3_1,14
sky130_fd_sc_hd__a21o_1,15
sky130_fd_sc_hd__inv_1,168
stage by stage:
| step | area [um2] | utilization (%) |
|---|---|---|
| 4_1_cts | 9729 | 37.23 |
| 3_3_place_gp | 9428 | 36.08 |
| 2_1_floorplan | 8030 | - |
| 3_5_place_dp | 9428 | 36.08 |
| 6_report | 9732 | 37.24 |
| 5_1_grt | 9729 | 37.23 |
Power is estimated from default activity; no workload was simulated.
